## flow/run.sh

```bash
#!/bin/bash
# OpenROAD 26Q1-2900-gdf79404cd8, Yosys 0.63+post, stock flow scripts
make -C /OpenROAD-flow-scripts/flow DESIGN_CONFIG=/design/flow/config.mk WORK_HOME=/design/flow/orfs finish
```

## flow/config.mk

```make
export PLATFORM = sky130hd
export DESIGN_NAME = mux
export DESIGN_NICKNAME = mux
export VERILOG_FILES = /design/flow/design.v
export SDC_FILE = /design/flow/constraint.sdc
export NUM_CORES = 4
export LEC_CHECK = 1
export CORE_AREA = 10 10 70 70
export DIE_AREA = 0 0 80 80
```

## flow/constraint.sdc

```tcl
current_design mux

set clk_period 1.0
set clk_io_pct 0.2

create_clock -name clk0 -period $clk_period

set non_clock_inputs [all_inputs -no_clocks]
set_input_delay [expr $clk_period * $clk_io_pct] -clock clk0 $non_clock_inputs
set_output_delay [expr $clk_period * $clk_io_pct] -clock clk0 [all_outputs]
```

## flow/design.v

```verilog
module mux(ina, inb, dout, s);
  input [31:0] ina;
  input [31:0] inb;
  input s;
  output [31:0] dout;
  assign dout = s ? ina : inb;
endmodule
```

==> ci_impl_report.md <==
### Yosys + OpenROAD results

| Metric | Value |
|---|---|
| Drt pass-1 iters | `2` |
| WL per Instance | `14.55 µm` |
| GRT Resource Usage Total | `7.804%` |
| Power, Total | `0.6332 mW` |
| Yosys warning total | `0` |
| Post-DP HPWL | `2462 µm` |
| Top area cell types | `mux2_4 (83%), buf_12 (11%), mux2_2 (4.1%), buf_6 (2.1%)` |
| Worst slew pin tran | `78.30 ps` |
| Status | `finished with violations` |
| FF/Latch Area | `0 µm²` |
| Count of tool warnings | `34` |
| Setup WS pre-CTS | `-495.9 ps` |
| First-pass GRT wire length | `4112 µm` |
| Area delta synth->final | `197.9%` |
| Unrepaired setup endpoints after global routing | `yes` |
| Final Core Density | `47.47%` |
| Final hold vios | `0` |
| DRC violation count after routing | `0` |
| Fmax | `0.8527 GHz` |
| Die W | `80 µm` |
| Failing checks | `negative setup slack` |
| Period utilization | `117.3%` |
| Final ANT Viol Nets | `0` |
| CP Data Arrival Time | `970 ps` |
| Startpoint types | `primary input` |
| Diodes inserted | `0` |
| Seq cells | `0` |
| Detailed-route via count | `694` |
| DRT Wirelength | `2736 µm` |
| Type of the worst min-delay path | `in2out` |
| Syn Inst Count | `36` |
| Routability cong. | `0.7590` |
| Fin. max-slew vios | `0` |
| Hold-fix buffers, CTS | `0` |
| Cell Area, Synth | `544.3 µm²` |
| Die Ht | `80 µm` |
| Max_slew headroom | `94.78%` |
| Die area | `6400 µm²` |
| Power Density | `390.5 nW/µm²` |
| Setup CP Type | `in2out` |
| CP bufs+invs | `4` |
| Post-synth seq share | `0%` |
| Initial antenna violation count | `0` |
| Crit path max fanout | `7` |
| Top-area cell share | `82.76%` |
| Final setup viols | `32` |
| Worst path most repeated cell | `buf_12` |
| Layout clock buffers | `0` |
| GRT overflow | `0` |
| Cell type with the largest total area | `mux2_4` |
| Max cap viols | `0` |
| Post-route setup slack | `-172.7 ps` |
| Worst setup EP type | `output pin` |
| Peak supply drop | `0.1824 mV` |
| Vias in the first global route | `763` |
| Yosys stat chip area | `544.3 µm²` |
| CP peak stage delay | `290 ps` |
| Top cells excl fill/tap | `dlygate4sd2_1 (53), mux2_4 (32), buf_6 (27)` |
| Drt initial violations | `2` |
| I/O Pins | `97` |
| Dpl cell area | `1544 µm²` |
| Pleak | `0.9033 nW` |
| Crit path max-delay family | `buffers and inverters` |
| # Cells Yosys | `36` |
| Mean post-synth cell area | `15.12 µm²` |
| Crit-path cells | `buf_8 > buf_12 > buf_12 > mux2_4 > buf_6` |
| FP Util | `15.93%` |
| Final Instance Area | `1622 µm²` |
| CP required | `800 ps` |
| Core Rows | `21` |
| Most numerous logic cell after layout | `dlygate4sd2_1` |
| DR vias/cell | `3.691` |
| IO Port Bufs | `97` |
| Pin count of the biggest net entering global routing | `8` |
| Distinct lib cells used | `4` |
| Share of cells above drive strength 1 | `54.93%` |
| Minimum clock period | `1173 ps` |
| Core footprint | `3416 µm²` |
| CP max stage cell | `mux2_4` |
==> per-layer routing <==
metal | share of wire [%] | vias up | track usage [%]
met2 | 51 | 51 | 14.13
met1 | 38 | 293 | 9.097
met4 | 0 | 0 | 0
met5 | 0 | - | 0
met3 | 11 | 0 | 2.727
li1 | - | 350 | -
==> area by class of cell <==
cell class / instances / area, µm²
multi-input cells: 32 / 480.5
repair buffers: 110 / 1084
fillers: 327 / 1794
well taps: 46 / 57.56
==> through the flow <==
step | std cells | hold WS, ps | TNS (ps)
after floorplan | 36 | 497.7 | 0
after global placement | 178 | 1330 | -15320
after detailed placement | 178 | 1334 | -15350
final | 188 | 690.8 | -4427
after global routing | 188 | 706.0 | -5034
after CTS | 189 | 797.5 | -4908
==> repair_timing <==
item	4_1_cts	5_1_grt
buffers inserted	11	0
endpoints found under the setup margin	32	32
gates resized	180	12
hold endpoints to repair	0	0
==> synthesized netlist by cell type <==
library cell	number
buf_12	3
buf_6	1
mux2_2	2
mux2_4	30
==> power by group <==
group,internal (mW),total [mW],switching [mW]
Combinational,0.498,0.633,0.135
Sequential,0,0,0
Clock,0,0,0
==> kinds of logic after synthesis <==
| kind of cell | after synthesis | synth area share, % |
|---|---|---|
| mux | 32 | 86.90 |
| buf+inv | 4 | 13.10 |
==> path summary, 6_finish.rpt <==
check	depth (start not counted)	slack (ps)	to	from
setup / recovery	5	-170	dout[30]	s
hold / removal	3	690	dout[21]	ina[21]
==> worst min-delay path, delay by kind of cell <==
family	cells	cell delay [ps]
buffers and inverters	2	160
muxes	1	130
Power is estimated from default activity; no workload was simulated.
