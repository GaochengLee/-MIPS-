===== /design/flow/config.mk =====
export PLATFORM = sky130hd
export DESIGN_NAME = regfile
export DESIGN_NICKNAME = regfile
export VERILOG_FILES = /design/flow/design.v
export SDC_FILE = /design/flow/constraint.sdc
export NUM_CORES = 4
export LEC_CHECK = 1
export CORE_UTILIZATION = 40

===== /design/flow/constraint.sdc =====
current_design regfile

set clk_period 12.3
set clk_io_pct 0.2

create_clock -name clk0 -period $clk_period [get_ports {clk}]

set non_clock_inputs [all_inputs -no_clocks]
set_input_delay [expr $clk_period * $clk_io_pct] -clock clk0 $non_clock_inputs
set_output_delay [expr $clk_period * $clk_io_pct] -clock clk0 [all_outputs]

===== /design/flow/design.v =====
module regfile(clk, reset, busw, regwr, rs, rt, rw, busa, busb, RegDst, rd);
  input clk, regwr, reset, RegDst;
  input [4:0] rs, rt, rw, rd;
  input [31:0] busw;
  output [31:0] busa, busb;
  wire [4:0] rw;
  reg [31:0] regstore[31:0];
  integer i;
  integer j;
  assign rw = RegDst ? rd : rt;
  assign busa = regstore[rs];
  assign busb = regstore[rt];
  always @(posedge clk,  posedge reset)
  begin
    if (reset)
      for (i = 0; i < 32; i = i + 1) regstore[i] = 0;
    else
    if (regwr && rw != 0)
      regstore[rw] = busw;
  end
endmodule

===== /design/flow/run.sh =====
#!/bin/bash
# OpenROAD 26Q1-2900-gdf79404cd8, Yosys 0.63+post, stock flow scripts
make -C /OpenROAD-flow-scripts/flow DESIGN_CONFIG=/design/flow/config.mk WORK_HOME=/design/flow/orfs finish

==> qor.log <==
qor: setup_path.cp.required 9.84 ns
qor: synthesis.yosys.stat.chipArea 51,000 sq um
qor: setup_path.critical_path_depth 10
qor: setup_path.timing.critical_path.from_type input port
qor: routing.first_pass_iters 9
qor: synthesis.yosys.area.top_type_share 50.2%
qor: synthesis.numSynthFlops 1,024
qor: setup_path.cp_top_family buffers and inverters
qor: synthesis.ys_seq_share 50.2%
qor: cells_and_area.share_of_final_layout_standard_cells_stronger_than_drive_strength_1 32.7%
qor: setup_path.path_class input port to output port
qor: cells_and_area.largest_register_ffs 1,024
qor: global_routing.grt_max_degree 117
qor: routing.initialDrtViolationCount 5,677
qor: die.floorplan.initialDensity 40.5%
qor: synthesis.yosys-top-cells-area sky130_fd_sc_hd__dfrtp_1 50%, sky130_fd_sc_hd__mux2_2 21%, sky130_fd_sc_hd__a22oi_1 12%, sky130_fd_sc_hd__clkbuf_1 1.9%, sky130_fd_sc_hd__nand2_1 1.8%
qor: synthesis.yosys_warnings 11
qor: sta.rsz0062_at_grt false
qor: cells_and_area.design_area 58,300 sq um
qor: synthesis.synthFlopType sky130_fd_sc_hd__dfrtp_1
qor: cts.post_cts_resize_count 0
qor: die.chip_area 129,000 sq um
qor: power_and_ir_drop.static-leakage-power 0.0253 uW
qor: cts.cts_root_buf sky130_fd_sc_hd__clkbuf_16
qor: sta.finalHoldViolations 0
qor: die.die_w 359 microns
qor: min_path.hold_depth 0
qor: global_routing.first_pass_grt_wire_length 348 mm
qor: setup_path.reg2reg_slack 11.44 ns
qor: cts.cts_post_setup_buffers_inserted 0
qor: sta.max_slew_margin 26.3%
qor: die.placementRows 130
qor: sta.timing.setup.tns 0 ns
qor: setup_path.number_of_buffers_and_inverters_on_the_critical_path 4
qor: cells_and_area.layout_top_cells 1,024 x sky130_fd_sc_hd__dfrtp_1, 937 x sky130_fd_sc_hd__mux2_2, 835 x sky130_fd_sc_hd__a22oi_1, 239 x sky130_fd_sc_hd__nand2_1, 201 x sky130_fd_sc_hd__buf_4
qor: setup_path.crit_arrival 7.39 ns
qor: routing.drc 0
qor: synthesis.synth.lib_cells_used.distinct 65
qor: synthesis.synth_stat.cells 4,375
qor: synthesis.enable_flop_cells 0
qor: cts.cts_sinks 1,024
qor: cts.cts.reportedPaths.clkPinSlew 0.06 ns
qor: routing.postRouteWirelength 252 mm
qor: synthesis.async_flop_share 100%
qor: setup_path.endpoint_kind output port
qor: setup_path.crit_slowest_cell sky130_fd_sc_hd__nor2_4
qor: status.run_status finished, final reports clean
qor: run.maxCapViolations 0
qor: cts.clockBufferDepth 3
qor: global_routing.grt_antenna_before_repair 16
qor: min_path.holdCritPathClass flop to flop
qor: die.ioPinCount 120
qor: setup_path.path_cells clkdlybuf4s50_1 -> buf_4 -> nand2_1 -> nor2_4 -> buf_4 -> a22oi_1 -> o311ai_0 -> nor3_1 -> a21oi_1 -> clkdlybuf4s50_1
qor: global_routing.grt_use_total 40.3%
qor: cells_and_area.area_growth_syn_to_layout 14.2%
qor: cts.holdBufCountCts 0
qor: cells_and_area.final_layout_top_logic_cell sky130_fd_sc_hd__dfrtp_1
qor: placement.place.gp.congestion 1.02
qor: run.stage_log_warnings 48
qor: sta.setup-violations-final 0
qor: sta.finClkSkew 0 ns
qor: sta.fmax 102 MHz
qor: synthesis.mappedNetlistArea 51,000 sq um
qor: synthesis.largest_area_cell sky130_fd_sc_hd__dfrtp_1
qor: global_routing.grt.overflow.total 0
qor: power_and_ir_drop.ir_drop 0.121 mV
qor: power_and_ir_drop.power.density_cell_area 170 nW/um^2
qor: setup_path.cp_max_fo 30
qor: routing.dr_vias_cell 7.21
qor: die.chipHeight 359 microns
qor: cts.tritoncts_clock_tree done
qor: placement.io_buffers 114
qor: synthesis.avgSynthCellArea 11.7 sq um
qor: routing.drt.antenna.violating_nets 0
qor: setup_path.cp_slowest_stage_delay 0.89 ns
qor: routing.dr_total_vias 44,087
qor: sta.final_max_slew_viol_count 0
qor: sta.worst-slew-pin-transition 1.10 ns
qor: cells_and_area.nFillCells 11,192
qor: global_routing.vias_in_the_first_global_route 43,021
qor: setup_path.worst-r2r-cell-count 1
qor: routing.avgRoutedWirePerCell 41.2 microns
qor: cts.cts_buffers 108
qor: cts.htree_num_levels 3
qor: sta.final.period_utilization 80.1%
qor: placement.post_dp_cell_area 54,300 sq um
qor: sta.fin_crit 9.85 ns
qor: placement.dp_hpwl 142 mm
qor: die.placeable_core_region 126,000 sq um
qor: synthesis.synth_cells 4,375
qor: cts.clkLatencyLatePin 0.71 ns
through the flow:
step | setup WS (ns) | hold WS [ns] | cells | util (%) | total power (uW)
final | 2.45 | 0.403 | 6111 | 46.2 | 9880
after floorplan | -4.27 | 0.451 | 4375 | - | 5580
after detailed placement | 2.80 | 0.390 | 5885 | 43.1 | 6240
after global routing | 2.44 | 0.413 | 6090 | 46.2 | 10200
after CTS | 2.78 | 0.406 | 6086 | 46.2 | 9830
after global placement | 2.77 | 0.387 | 5885 | 43.1 | 6210
per-layer routing:
metal / global-route usage (%) / vias to the layer above / part of all wire, %
met3: 28.1 / 1285 / 18
met4: 22.5 / 28 / 7.6
li1: - / 16642 / -
met5: 3.85 / - / 0.24
met2: 51.9 / 4132 / 39
met1: 49.8 / 22000 / 34
synth_stat cells (5+ instances only):
master                      count
sky130_fd_sc_hd__a221oi_1      20
sky130_fd_sc_hd__mux2_1        57
sky130_fd_sc_hd__nand3b_1      11
sky130_fd_sc_hd__mux2_2       937
sky130_fd_sc_hd__clkbuf_1     264
sky130_fd_sc_hd__o22a_1         6
sky130_fd_sc_hd__nand2b_1      10
sky130_fd_sc_hd__and3_1         5
sky130_fd_sc_hd__or3_1          9
sky130_fd_sc_hd__a32oi_1        5
sky130_fd_sc_hd__buf_2        144
sky130_fd_sc_hd__nor2_4         9
sky130_fd_sc_hd__a22o_1        26
sky130_fd_sc_hd__a22oi_1      835
sky130_fd_sc_hd__nor2_2        16
sky130_fd_sc_hd__o31ai_1        5
sky130_fd_sc_hd__nand2_1      240
sky130_fd_sc_hd__a21oi_1       98
sky130_fd_sc_hd__a2111oi_0      9
sky130_fd_sc_hd__inv_1         10
sky130_fd_sc_hd__or3b_2         6
sky130_fd_sc_hd__nor2_1       176
sky130_fd_sc_hd__nor4_1        35
sky130_fd_sc_hd__and2_1         5
sky130_fd_sc_hd__buf_1         11
sky130_fd_sc_hd__a222oi_1      21
sky130_fd_sc_hd__nand4_1      109
sky130_fd_sc_hd__mux2i_1       16
sky130_fd_sc_hd__dfrtp_1     1024
sky130_fd_sc_hd__a31oi_1       10
sky130_fd_sc_hd__nor2b_1        8
sky130_fd_sc_hd__nor3_1        64
sky130_fd_sc_hd__o21ai_0       23
sky130_fd_sc_hd__nand3_1       47
sky130_fd_sc_hd__a221o_1        5
sky130_fd_sc_hd__buf_4         40
final timing paths:
kind / to / start
worst min register to register: regstore[0][20] / regstore[0][20]
worst min-delay path: regstore[0][20] / regstore[0][20]
max in group asynchronous: regstore[20][8] / reset
worst max-delay path: busa[17] / rs[4]
min in group asynchronous: regstore[17][23] / reset
worst max register to register: regstore[31][1] / regstore[31][1]
logic make-up after synthesis:
family	after synthesis	share of synthesized area [%]
AOI/OAI and AO/OA	1091	15.8
DFF	1024	50.2
muxes	1010	22.3
and+or+nand+nor	781	7.55
buffers and inverters	469	4.10
layout make-up:
class                           count  area, sq um  area share, %
Tap cell                         1650         2060           3.54
Antenna cell                       25         62.6          0.107
Inverter                           10         41.3         0.0709
Clock buffer                      149         3170           5.45
Sequential cell                  1024        25600           44.0
Multi-Input combinational cell   2882        23900           41.0
Timing Repair Buffer              319         2700           4.63
Clock inverter                     52          722           1.24
power breakdown:
| group | leakage (uW) | switching, uW | internal, uW |
|---|---|---|---|
| clock | 0.00194 | 1460 | 2170 |
| sequential | 0.0132 | 674 | 4120 |
| combinational | 0.0101 | 668 | 787 |
| total | 0.0253 | 2800 | 7080 |
No activity file was given, so power comes from the tool's default toggle rates.
